$ cat /design/flow/config.mk
export PLATFORM = sky130hd
export DESIGN_NAME = SelectALUSource
export DESIGN_NICKNAME = SelectALUSource
export VERILOG_FILES = /design/flow/design.v
export SDC_FILE = /design/flow/constraint.sdc
export NUM_CORES = 4
export LEC_CHECK = 1
export CORE_AREA = 10 10 70 70
export DIE_AREA = 0 0 80 80
$ cat /design/flow/constraint.sdc
current_design SelectALUSource

set clk_period 1.0
set clk_io_pct 0.2

create_clock -name clk0 -period $clk_period

set non_clock_inputs [all_inputs -no_clocks]
set_input_delay [expr $clk_period * $clk_io_pct] -clock clk0 $non_clock_inputs
set_output_delay [expr $clk_period * $clk_io_pct] -clock clk0 [all_outputs]
$ cat /design/flow/design.v
module SelectALUSource(sourceData,fromRt,SignExt,ALUsrc);
output [31:0] sourceData;
input [31:0] fromRt,SignExt;
input ALUsrc;
reg [31:0] sourceData;
always @(*)begin
	if(ALUsrc == 1'b0)begin
		sourceData =fromRt;
	end
	if(ALUsrc == 1'b1)begin
		sourceData =SignExt;
	end
end
endmodule
$ cat /design/flow/run.sh
#!/bin/bash
# OpenROAD 26Q1-2900-gdf79404cd8, Yosys 0.63+post, stock flow scripts
make -C /OpenROAD-flow-scripts/flow DESIGN_CONFIG=/design/flow/config.mk WORK_HOME=/design/flow/orfs finish
==> impl_metrics.py <==
# Synthesis and PnR figures
metrics = {
    "global_routing": {
        "grt_pass1_wl_um": 3930,
        "grt_max_degree": 12,
        "grt_pass1_vias": 726,
        "grt-ovfl-total": 0,
        "antenna_found_initial": 0,
        "track_usage": 0.0750,
    },
    "setup_path": {
        "arrival_ns": 0.96,
        "critPathKind": "in2out",
        "cpMaxStageDelayCell": "mux2_4",
        "cp-start-kind": "input port",
        "cpLargestDelayFamily": "buffers and inverters",
        "cp_slowest_stage_delay_ns": 0.29,
        "worstPathMaxFanout": 4,
        "cp_data_required_time_ns": 0.80,
        "crit_buf_inv": 4,
        "cp-end-kind": "output port",
        "cpMostUsedCell": "buf_12",
        "cp_cell_sequence": "buf_12, buf_12, buf_8, mux2_4, buf_6",
    },
    "final_layout": {
        "finalNonFillerCells": 181,
        "seq_cells": 0,
        "final_layout_size_suffix_gt1_frac": 0.526,
        "nClkBuffers": 0,
        "regArea_um2": 0,
        "synthToLayoutAreaGrowth_pct": 182,
    },
    "route": {
        "avgViaCountPerCell": 3.78,
        "dr.pass1.iters": 1,
        "wl_per_cell_um": 14.7,
        "antennaDiodeCount": 0,
        "via_count": 685,
        "drc": 0,
        "ant_nets": 0,
        "wl_um": 2660,
        "drt_iter0_drc": 0,
    },
    "yosys": {
        "synth_cell_type_count": 4,
        "yosysTopAreaCell": "mux2_4",
        "synthTopCellsByCount": "mux2_4 (30), buf_12 (3), mux2_2 (2)",
        "yosys.cell_count.top_type": "mux2_4",
        "yosys-stat-cells": 36,
        "yosys_warnings": 1,
        "top_cells_by_area": "mux2_4 (83%), buf_12 (11%), mux2_2 (4.1%), buf_6 (2.1%)",
        "synthCells": 36,
        "ys_seq_frac": 0,
        "synthDominantCellAreaShare": 0.828,
        "syn_area_um2": 544,
        "avgSynthCellArea_um2": 15.1,
        "ys_chip_area_um2": 544,
    },
    "power": {
        "leakagePower_uw": 0.000842,
        "swShare": 0.217,
        "power_frac_comb": 1.000,
        "p_sw_uw": 129,
        "ir_drop_v": 0.000159,
        "p_per_area_nw_per_um2": 389,
        "clockPowerShare": 0,
        "p_seq_frac": 0,
        "p_int_uw": 467,
    },
    "floorplanning": {
        "fp.coreArea_um2": 3420,
        "die_area_um2": 6400,
        "std_cell_rows": 21,
        "die_y_um": 80,
        "die_w_um": 80,
        "io_pins": 97,
        "fp-utilization": 0.159,
    },
    "final_timing": {
        "period_minus_slack_ns": 1.16,
        "holdWs_ns": 0.695,
        "rsz0062_at_grt": "yes",
        "slew_headroom": 0.928,
        "final_max_slew_viol_count": 0,
        "fin_ws_ns": -0.164,
        "fmax_ghz": 0.859,
        "fin_crit_sh": 1.16,
        "setup_viol_count_final": 32,
        "worst_slew_pin_slew_ns": 0.109,
        "hold_viol": 0,
    },
    "place": {
        "placed_cells": 177,
        "dp_hpwl_um": 2380,
        "place_ws_ns": -0.496,
        "gp_congestion": 0.755,
        "io_buffers": 97,
    },
    "outcome": {
        "failed_checks": "negative setup slack",
        "status": "finished with violations",
    },
    "flow_run": {
        "maxCapViolCount": 0,
        "warnings": 34,
    },
    "min_path": {
        "hp-class": "in2out",
    },
}
## stage by stage
stage / area, um2 / power, uW / TNS [ns] / utilization
after global routing: 1530 / 641 / -3.60 / 0.449
final: 1530 / 596 / -2.99 / 0.449
after floorplan: 544 / 206 / 0 / -
after detailed placement: 1520 / 651 / -15.37 / 0.446
after CTS: 1490 / 584 / -3.30 / 0.435
after global placement: 1520 / 648 / -15.28 / 0.446
## power groups by stage
stage	combinational, uW	sequential, uW	clock [uW]
4_1_cts	584	0	0
5_1_grt	641	0	0
6_report	596	0	0
## final timing paths
kind / start / end / cells past startpoint
setup / recovery: ALUsrc / sourceData[12] / 5
hold / removal: SignExt[29] / sourceData[29] / 3
## final cells by class
class / count / area (um2)
Tap cell: 46 / 57.6
Fill cell: 362 / 1880
Timing Repair Buffer: 103 / 995
Multi-Input combinational cell: 32 / 480
## cells by family (layout without fill, tap and decap cells)
kind of cell           count (synthesis)  count (layout)  share of synthesized area
multiplexers                          32              32                      0.869
buffers and inverters                  4             103                      0.131
## layer usage
metal | share of wire | global-route usage | wire [um] | vias to the layer above
met3 | 0.12 | 0.0284 | 328 | 0
met2 | 0.50 | 0.136 | 1330 | 51
met5 | 0 | 0 | 0 | -
met4 | 0 | 0 | 0 | 0
li1 | - | - | - | 337
met1 | 0.38 | 0.0857 | 1010 | 297
## layout by cell type (no fill, tap or decap), drive strengths merged
cell            n
dlygate4sd2    58
mux2           32
dlymetal6s2s    2
clkdlybuf4s50   4
buf            39
## what timing repair did
| item | 4_1_cts | 5_1_grt |
|---|---|---|
| hold buffers | 0 | 0 |
| endpoints found under the hold margin | 0 | 0 |
| endpoints found under the setup margin | 32 | 32 |
| buffers inserted | 3 | 0 |
| gates resized | 185 | 9 |
| gates cloned | 1 | 0 |
Power figures rest on the tool's default switching activity, not on a simulated workload.
