<file path="flow/run.sh">
#!/bin/bash
# OpenROAD 26Q1-2900-gdf79404cd8, Yosys 0.63+post, stock flow scripts
make -C /OpenROAD-flow-scripts/flow DESIGN_CONFIG=/design/flow/config.mk WORK_HOME=/design/flow/orfs finish
</file>
<file path="flow/config.mk">
export PLATFORM = sky130hd
export DESIGN_NAME = ALU
export DESIGN_NICKNAME = ALU
export VERILOG_FILES = /design/flow/design.v
export SDC_FILE = /design/flow/constraint.sdc
export NUM_CORES = 4
export LEC_CHECK = 1
export CORE_UTILIZATION = 40
</file>
<file path="flow/constraint.sdc">
current_design ALU

set clk_period 18.2
set clk_io_pct 0.2

create_clock -name clk0 -period $clk_period

set non_clock_inputs [all_inputs -no_clocks]
set_input_delay [expr $clk_period * $clk_io_pct] -clock clk0 $non_clock_inputs
set_output_delay [expr $clk_period * $clk_io_pct] -clock clk0 [all_outputs]
</file>
<file path="flow/design.v">
module ALU(result,carry,overFlow,Zerobit,data1,data2,ALUCtr);
output [31:0] result;
output carry,overFlow, Zerobit;
input [31:0] data1,data2;
input [3:0] ALUCtr;
reg [31:0] result;
reg carry,overFlow,Zerobit;
always @(*)begin
	if(ALUCtr == 4'b0000)begin  
		{carry, result} = data1+data2;
		 if((data1[31]&data2[31]&(~result[31])) || ((~data1[31])&(~data2[31])&result[31]) )begin
          overFlow =1'b1;
       end
       else begin
          overFlow =1'b0;
       end
   end
	else if(ALUCtr == 4'b1000)begin  
		 {carry,result} =data1-data2; 
       if((data1[31]&(~data2[31])&(~result[31])) || ((~data1[31])&data2[31]&result[31]) )begin
           overFlow =1'b1;
       end
       else begin
           overFlow =1'b0;
       end 
   end
	else if(ALUCtr ==4'b0001)begin  
		result =data1 & data2;
	end
	else if(ALUCtr ==4'b0010)begin  
		result =data1 | data2;
	end
   else if(ALUCtr ==4'b0011)begin  
		result =~(data1 | data2);
	end
	else if(ALUCtr ==4'b0110)begin  
		result ={32{1'b0}};
		result[0] = $signed(data1) < $signed(data2); 
	end
	else if(ALUCtr ==4'b0111)begin  
		result ={32{1'b0}};
		result[0] =data1 < data2;
	end
	else if(ALUCtr == 4'b1001)begin  
		result = data2 << 16;
	end
	if(result =={32{1'b0}})begin
		Zerobit =1'b1;
	end
	else begin
	 Zerobit =1'b0;
	end
end
endmodule
</file>
==> reports/qor.txt <==
yosys cell count -> 941
share of cells above drive strength 1 -> 0.0568
setup violators final -> 0
crit-path cells -> clkdlybuf4s50_1, inv_1, ha_1, nor3_2, o21ai_0, o22ai_2, o31ai_2, o41ai_4, a311o_1, nand3_1, or4_1, nor4_1, nor4b_2, nor4b_2, clkdlybuf4s50_1
Final Cycle Share -> 0.677
logic area -> 5360 um^2
Pwr Total -> 234 uW
critical path type -> in2out
antenna viol nets, final -> 0
largest net degree at the start of global routing -> 55
endpoints failing hold -> 0
post-synth cell types -> 93
stage-log warning count -> 97
vias post-DR -> 7220
worst min-delay path class -> in2out
antenna fix cells -> 0
vias in the first global route -> 6845
CP arrival -> 8.69 ns
Commonest flop -> dlxtn_1
slowest CP cell -> clkdlybuf4s50_1
first-pass GRT wire length -> 39400 um
DRC violations left -> 0
Ys Warns -> 1
grt ovf -> 0
Simple Share, Synth -> 0.212
initial drt markers -> 689
crit path DRT -> 14.56 ns
antenna violations before repair -> 0
FF/Latch Area -> 510 um^2
Tot GR Track Use -> 0.315
VDD IR max -> 16.5 uV
Synth Instances -> 941
min-delay src -> data2[12]
worst-path fanout max -> 11
top cells, area -> ha_1 19%, dlxtn_1 7.8%, inv_1 5.9%, a21oi_1 5.6%, o21ai_0 4.8%
gpl congestion -> 1.00
post-DR wirelength/cell -> 21.0 um
xor+xnor area frac -> 0.0335
row count -> 46
chip area -> 16900 um^2
Syn Area/Cell -> 6.95 um^2
RSZ-0062 raised after global routing -> no
Die Width -> 130 um
Worst Tran Pin Value -> 0.812 ns
filler cell count -> 1660
Die Height -> 130 um
post-DP HPWL -> 20000 um
Synth Cell Area -> 6540 um^2
Post-synth EDFFs -> 0
number of unconstrained endpoints -> 68
PwrDens -> 30.5 nW/um^2
# hold bufs at CTS -> 0
crit path launch -> data2[8]
Async SR Flop Fraction -> 0
Ports -> 103
area grow syn2layout -> 17.5%
register pins left without a clock -> 34
Critical Path Max Stage Delay -> 0.64 ns
Post-CTS Setup Repair Bufs -> 0
Top logic family -> AND-OR/OR-AND gates
outcome -> finished, final reports clean
Yosys top cell by area -> ha_1
Synth Area in Adders -> 0.192
drt total wl -> 25600 um
synthesis-stage register bit count -> 34
CP endpoint kind -> output port
post-place setup slack -> 5.96 ns
Mux area share -> 0.0337
Max Slew Vio Count -> 0
max cap viols -> 0
port buffer count -> 103
synthesis area per yosys -> 6540 um^2
post-DR vias/cell -> 5.92
post-CTS sizing -> 0
Pre-antenna DRT Iters -> 7
highest clock rate -> 81.1 MHz
startpoint types -> primary input
aoi/oai-family share of the synthesized area -> 0.350
Top-area cell share -> 0.186
Slew HR -> 0.458
Buffers & Inverters on Critical Path -> 3
CP top delay family -> simple AND/OR/NAND/NOR gates
setup ws final -> 5.87 ns
Core Area -> 15900 um^2
TNS Setup -> 0 ns
Leakage -> 0.00343 uW
Final min period -> 12.33 ns
Core Density at Floorplan -> 0.410
worst min-delay path, stage by stage:
cell             delay, ns
clkdlybuf4s50_1       0.62
nand2_1               0.08
nand3_1               0.10
a21oi_1               0.08
o211ai_1              0.11
nor4b_2               0.06
clkdlybuf4s50_1       0.39
area by class of cell:
class / count / area share
tap: 216 / 0.0352
sequential: 34 / 0.0665
multi-input combinational: 745 / 0.698
timing repair buffer: 119 / 0.149
inverter: 105 / 0.0513
sequential cells by signal, indices dropped and copies added, names as in the netlist:
name      flops
result       32
carry         1
overFlow      1
layer usage:
layer / wire, um / up-vias / track usage
met5: 0 / - / 0
met4: 854 / 0 / 0.0971
met3: 2230 / 55 / 0.0614
met2: 10500 / 335 / 0.467
met1: 12000 / 3313 / 0.461
li1: - / 3517 / -
where the power goes:
group	total, uW	switching, uW	internal [uW]
Sequential	11.2	1.35	9.83
Combinational	223	134	88.6
Clock	0	0	0
Total	234	135	98.5
cell usage in the layout (no fill, tap or decap), types with 5 or more instances in the layout:
cell type / netlist / routed
o22ai_1: 16 / 16
buf_4: 4 / 16
nor2_1: 73 / 73
or3_1: 7 / 7
o21ai_0: 63 / 63
o31ai_1: 9 / 9
nor4_1: 8 / 8
a21o_1: 14 / 14
inv_1: 102 / 102
mux2i_1: 22 / 22
nor2b_1: 18 / 18
o21bai_1: 15 / 15
o21a_1: 5 / 5
nor3_1: 17 / 17
clkdlybuf4s50_1: 0 / 101
xnor2_1: 21 / 21
o221ai_1: 5 / 5
nand3_1: 30 / 30
o211ai_1: 18 / 18
a211oi_1: 15 / 15
a21oi_1: 73 / 73
a31oi_1: 10 / 10
ha_1: 97 / 97
nand2_1: 61 / 61
o22a_1: 5 / 5
nand2b_1: 21 / 21
dlxtn_1: 34 / 34
a22oi_1: 8 / 8
through the flow:
stage	util	std cells	hold slack (ns)	cell area (um^2)
after floorplan	-	941	7.58	6540
after global placement	0.482	1219	8.75	7680
after detailed placement	0.482	1219	8.74	7680
after CTS	0.482	1219	8.74	7680
after global routing	0.482	1219	8.79	7680
final	0.482	1219	8.72	7680
synthesized netlist by cell type (21+ instances only):
cell      count
nor2_1       73
nand2b_1     21
nand2_1      61
mux2i_1      22
o21ai_0      63
xnor2_1      21
inv_1       102
clkbuf_1     29
dlxtn_1      34
nand3_1      30
a21oi_1      73
ha_1         97
logic make-up (layout without fill, tap and decap cells):
group / after synthesis / in the layout
and+or+nand+nor: 271 / 271
muxes: 22 / 22
AOI/OAI and AO/OA: 328 / 328
xor gates and xnor gates: 25 / 25
adders and majority gates: 99 / 99
latches: 34 / 34
buffers and inverters: 162 / 224
final timing paths:
| path | endpoint | cells past startpoint |
|---|---|---|
| setup / recovery | Zerobit | 15 |
| hold / removal | Zerobit | 7 |
Power figures rest on the tool's default switching activity, not on a simulated workload.
